<file path="flow/design.v">
module alu(
        input logic  [31:0] A,
        input logic  [31:0] B,
        input logic  [ 3:0] op,
        output logic [31:0] R,
        output logic zero
);
logic [31:0] mulls, mullu, mulhu, mulhs;
logic [ 4:0] shamt;
logic [31:0] shifted;
assign zero = R==32'd0 ? 1'b1 : 1'b0;
assign {mulhu, mullu}  = A*B;
assign {mulhs, mulls}  = $signed(A)*$signed(B);
assign shamt = B[4:0];
always_comb begin
        shifted = A;
        if (shamt[0]) shifted = {{1{A[31]}},shifted[31:1]};
        if (shamt[1]) shifted = {{2{A[31]}},shifted[31:2]};
        if (shamt[2]) shifted = {{4{A[31]}},shifted[31:4]};
        if (shamt[3]) shifted = {{8{A[31]}},shifted[31:8]};
        if (shamt[4]) shifted = {{16{A[31]}},shifted[31:16]};
end
assign R =
        (op == 4'b0000) ? A & B :
        (op == 4'b0001) ? A | B :
        (op == 4'b0010) ? A ^ B :
        (op == 4'b0011) ? A + B :
        (op == 4'b0100) ? A - B :
        (op == 4'b0101) ? mulls :
        (op == 4'b0110) ? mulhs :
        (op == 4'b0111) ? mulhu :
        (op == 4'b1000) ? A << shamt :
        (op == 4'b1001) ? A >> shamt :
        (op == 4'b1010) ? shifted :
        (op == 4'b1011) ? shifted :
        (op == 4'b1100) ? ($signed(A) < $signed(B)) :
        (op == 4'b1101) ? (A < B) :
        (op == 4'b1110) ? (A < B) : (A < B);
endmodule
</file>
<file path="flow/run.sh">
#!/bin/bash
# OpenROAD 26Q1-2900-gdf79404cd8, Yosys 0.63+post, stock flow scripts
make -C /OpenROAD-flow-scripts/flow DESIGN_CONFIG=/design/flow/config.mk WORK_HOME=/design/flow/orfs finish
</file>
<file path="flow/constraint.sdc">
current_design alu

set clk_period 41.6
set clk_io_pct 0.2

create_clock -name clk0 -period $clk_period

set non_clock_inputs [all_inputs -no_clocks]
set_input_delay [expr $clk_period * $clk_io_pct] -clock clk0 $non_clock_inputs
set_output_delay [expr $clk_period * $clk_io_pct] -clock clk0 [all_outputs]
</file>
<file path="flow/config.mk">
export PLATFORM = sky130hd
export DESIGN_NAME = alu
export DESIGN_NICKNAME = alu
export VERILOG_FILES = /design/flow/design.v
export SDC_FILE = /design/flow/constraint.sdc
export NUM_CORES = 4
export LEC_CHECK = 1
export CORE_UTILIZATION = 40
</file>
==> notes.md <==
fresh numbers from the pnr run: largest net degree at the start of global routing=roughly 80, most common cell type on the critical path=fa_1, run status=complete, no violations, via count normalized by instance count=a little under 6, Final Cycle Share=approximately 69%, layer carrying the most global-route usage=met2, die extent in y=394 um, sequential cell area fraction in the yosys report=0%, Non-Filler Cell Area, Final=0.0654 mm^2, fraction of met2 tracks used by global routing=60.4%, starting DRC count in detailed routing=~4.0k, residual antenna-violating net count after detailed routing=0, starting utilization of the core area=40.3%, library cell with the highest instance count after synthesis=inv_1, wire length of the first global-routing pass=roughly 430000 um, RSZ-0062 raised after global routing=no, Post-Route Hold Slack=between 15000 and 20000 ps, Max stage delay cell, worst path=a211oi_1, horizontal extent of the die=between 300 and 400 um, antenna violations before repair=29, cell area after placement=0.0653 mm^2, internal cell power=around 10 mW, Mapped Cells=7272, cell types with the highest counts after synthesis=inv_1, fa_1, nor2_1, nand2_1, ha_1, share of post-route cells with drive strength above 1=5.31%, area of the mapped netlist=0.0614 mm^2, total congestion overflow=0, Post-Route Setup TNS=0 ps, dominant cell type by area after synthesis=fa_1, flop count=0, worst slew slack as a fraction of its limit=14.7%, tally of OpenROAD warnings=98, post-synthesis average cell area=8.45 um^2, Area Overhead vs Synth=6.42%, Detailed Routing Iterations Pass 1=6, LEAKAGE=~32 nW, post-detailed-placement half-perimeter wirelength=251000 um, Critical Path Start=B[2], post_cts resized=0, actual transition at the worst max-transition pin=about 1200 ps, final max-slew violation count=0, count of unresolved DRC violations after routing=0, Dominant cell area share=48.0%, average wire per standard cell=32.7 um, core area=0.152 mm^2, count of max-cap constraint violations=0, total power draw=31.4 mW, global-route usage over all layers=a little over two fifths, GRT met3 Usage=20.1%, Worst Setup Path Type=in -> out, switching power=~21 mW, final count of negative-setup-slack endpoints=0, count of vias placed by the detailed router=between 50k and 60k, area reported by Yosys stat=0.0614 mm^2, leading cell types by total area after synthesis=fa_1, inv_1, ha_1, largest driver fanout on the critical path=between 40 and 50, chip area=0.155 mm^2, Switching Share=about two thirds, Port Buffers=just over 100, endpoint of the worst setup timing path=zero, number of hold buffers added after cts=0, Core Util, Final=42.9%, # rows=143, vias in the first global route=a little under 60k, worst min-delay path class=in -> out, CP Capture Type=output pin, critical path's largest stage delay=700 ps, highest achievable clock rate=between 0.03 and 0.04 GHz, final critical-path required period=around 29000 ps, setup repair bufs after CTS=0, data required time of the worst path=33280 ps, Hold Violations, Final=0, Detailed Route WL=304000 um, data arrival time of the critical path=slightly above 20000 ps, sequential cell area in the final layout=0 um^2, last weighted congestion value of the routability-driven placer=1.12, Critical Path Source Type=primary input, post-synthesis cell count from yosys=about 7.3k, clock buffer count in the final layout=0, I/O pins=101, met1 track demand over resource=53.1%, number of distinct standard cells referenced by the synthesized netlist=94, cell area power density=roughly 480 mW/mm^2, worst vdd rail ir drop=0.529 mV, Syn. warnings=1
-- through the flow --
step,instances,worst slack [ps]
4_1_cts,9268,13340
2_1_floorplan,7272,15570
6_report,9279,13050
3_3_place_gp,9268,13400
3_5_place_dp,9268,13380
5_1_grt,9271,12890
-- worst min path at each step --
stage | to | start | cells past startpoint
5_1_grt | R[31] | op[1] | 6
6_report | R[29] | op[1] | 6
4_1_cts | R[25] | op[1] | 5
-- worst max-delay path: cells and delay by family --
kind	cells	cell delay [ps]
adder cells (fa/ha/maj)	9	4620
AND/OR/NAND/NOR	6	2410
buffers and inverters	6	2300
AND-OR/OR-AND	6	2210
XOR/XNOR	1	220
-- cells by family (layout without fill, tap and decap cells) --
logic type	after synthesis	in the layout	synth area share, %
AND-OR/OR-AND	1054	1054	11.3
XOR/XNOR	91	91	1.30
adder cells (fa/ha/maj)	1956	1956	57.8
buffers and inverters	2062	2028	12.7
multiplexers	143	143	3.26
other	0	11	0
AND/OR/NAND/NOR	1966	1966	13.5
-- metal layers --
metal,up-vias,share of wire [%]
met4,32,8.5
met2,2968,44
met5,-,0.14
met1,27200,35
met3,778,13
li1,22600,-
-- layout by cell type (no fill, tap or decap), drive strengths merged, types with 19 or more instances in the layout --
cell type	n
or3	21
o22ai	39
nand4	49
clkinv	20
xnor2	56
buf	257
xor2	35
nand2	772
a21o	59
o211ai	47
o31ai	28
mux4	42
a21oi	287
nand2b	25
fa	1473
ha	483
o21ai	217
clkdlybuf4s50	92
nor2b	19
mux2i	67
mux2	34
o221ai	19
nor2	786
nor4	38
o21a	27
and3	31
a211oi	57
nor3	77
a31oi	41
o21bai	21
inv	1659
nand3	76
-- cell type report --
cell class / count / area [um^2]
Antenna cell: 11 / 27.5
Fill cell: 15100 / 86900
Inverter: 1679 / 6300
Multi-Input combinational cell: 5210 / 53600
Tap cell: 2030 / 2540
Timing Repair Buffer: 349 / 2870
Power and IR drop assume default switching activity.
