===== flow/config.mk =====
export PLATFORM = sky130hd
export DESIGN_NAME = regfile
export DESIGN_NICKNAME = regfile
export VERILOG_FILES = /design/flow/design.v
export SDC_FILE = /design/flow/constraint.sdc
export NUM_CORES = 4
export LEC_CHECK = 1
export CORE_UTILIZATION = 40

===== flow/design.v =====
module regfile (
        input [0:0 ] clk,                
        input [0:0 ] we,                 
        input [4:0 ] readaddr1,          
        input [4:0 ] readaddr2,          
        input [4:0 ] writeaddr,          
        input [31:0] writedata,          
        output logic [31:0] readdata1,         
        output logic [31:0] readdata2          
);
logic [31:0] mem[31:0];
always_ff @(posedge clk) begin
        if (we) mem[writeaddr] <= writedata;
end
always_comb begin
        if (readaddr1 == 5'd0) readdata1 = 32'd0;
        else if (we && readaddr1 == writeaddr) readdata1 = writedata;
        else readdata1 = mem[readaddr1];
        if (readaddr2 == 5'd0) readdata2 = 32'd0;
        else if (we && readaddr2 == writeaddr) readdata2 = writedata;
        else readdata2 = mem[readaddr2];
end
endmodule

===== flow/run.sh =====
#!/bin/bash
# OpenROAD 26Q1-2900-gdf79404cd8, Yosys 0.63+post, stock flow scripts
make -C /OpenROAD-flow-scripts/flow DESIGN_CONFIG=/design/flow/config.mk WORK_HOME=/design/flow/orfs finish

===== flow/constraint.sdc =====
current_design regfile

set clk_period 10.4
set clk_io_pct 0.2

create_clock -name clk0 -period $clk_period [get_ports {clk}]

set non_clock_inputs [all_inputs -no_clocks]
set_input_delay [expr $clk_period * $clk_io_pct] -clock clk0 $non_clock_inputs
set_output_delay [expr $clk_period * $clk_io_pct] -clock clk0 [all_outputs]

==> deck_impl_summary.md <==
Key Metrics from the Run

Synthesis
  – Post-synth top area cell: edfxtp_1
  – Avg Cell Area, Syn: about 19 um^2
  – Top post-synthesis cells by area: edfxtp_1 64%, mux4_2 19%, mux2i_1 4.5%, a22oi_1 2.2%, o221ai_1 1.2%
  – Yosys cell types: 52
  – Number of synthesized flops with an enable pin: slightly above 1000
  – Synth Cell Area: about 48000 um^2
  – Main synth FF type: edfxtp_1
  – #FFs+latches synth: between 1000 and 1500
  – Yosys warnings: 1
  – Area share, top type: roughly 64%
  – Post-synth seq share: between 60% and 70%
  – Yosys chip area: about 48000 um^2
  – # Cells Yosys: roughly 2500
  – Syn Inst Count: roughly 2500
  – FFs w/ async S/R, synth: 0%

Clock network
  – Post-CTS Setup Repair Bufs: 0
  – CTS clk-pin slew, worst paths: ~50 ps
  – CTS Buffer Depth: 3
  – TritonCTS Sinks: 1024
  – Clock root buffer: clkbuf_16
  – Hold-fix buffers at CTS: 0
  – Cts repair resizes: 0
  – CTS buffer count: 105
  – Clock tree from TritonCTS: done
  – H-tree lvl count: 3

Global route
  – Number of global-route vias before repair: about 32000
  – Initial antenna violation count: 2
  – First-pass GRT wire length: ~220000 um
  – GRT Util Overall: 28.1%
  – GRT overflow: 0
  – Largest net degree at the start of global routing: roughly 85

Run
  – Maxcap violations: 0
  – Tool warnings: between 1000 and 1500

Routing
  – DRC violations left: 0
  – Drt initial violations: roughly 1900
  – Avg WL per Cell: between 30 and 40 um
  – Vias: between 20000 and 30000
  – Antenna-violating nets left: 0
  – Routed vias/inst: 6.53
  – Pre-antenna DRT Iters: 6
  – Final wirelength: ~150000 um

Final timing
  – Max Slew Vio Count: 0
  – Hold WS: 2400 ps
  – RSZ-0062 raised after global routing: no
  – Final setup TNS: 0 ps
  – Final Hold Fails: 0
  – FMAX: 128 MHz
  – Max-slew headroom: approximately 35%
  – Final period util: between 70% and 80%
  – Slew @ Worst Pin: approximately 970 ps
  – Tmin final: 7840 ps
  – # setup viols final: 0

Outcome
  – Status: completed

Finish
  – Most frequent cells in the layout: 1024 x edfxtp_1, 408 x mux4_2, 215 x mux2i_1
  – Register name with the most flops: mem
  – Most frequent logic cell in the layout: edfxtp_1
  – Layout cells sized above 1: ~28%
  – Max reg flops: slightly above 1000
  – Largest regs: mem: 1024 flops
  – Area grow syn2layout: 14.0%

Critical path
  – Slowest cell on crit path: buf_4
  – Worst Setup End Kind: output pin
  – WP buf/inv: 4
  – Top cell family by delay on the critical path: buffers and inverters
  – CP max FO: about 45
  – Cell chain of the critical path: buf_8, buf_4, buf_4, mux4_2, mux4_2, and3_1, a211o_1, clkdlybuf4s50_1
  – CP peak stage delay: 660 ps
  – Critical path data arrival time: around 5800 ps
  – Crit path DRT: ~8300 ps
  – Setup crit start kind: input pin
  – Worst Path Class, Setup: in -> out

Die
  – FP Core Util: around two fifths
  – Die Ht: around 350 um
  – Die ar.: between 100000 and 150000 um^2
  – Die span in x: 347 um
  – FP Rows: 126
  – Io pins: between 100 and 150
  – Core area: between 100000 and 150000 um^2

Power and ir drop
  – Lkg Pwr: 17.2 nW
  – VDD IR max: approximately 110 uV
  – PwrDens: 159 nW/um^2
  – Design Power: between 8 and 9 mW

Place
  – DP HPWL: between 80000 and 90000 um
  – Final Wtd Congestion: 0.873
  – # port buffers: about 110

Min path
  – Hold Crit Class: in -> reg
-- kinds of logic after synthesis --
logic type / Yosys count / share of synthesized area, %
AND/OR/NAND/NOR: 199 / 1.95
multiplexers: 643 / 24.3
buffers and inverters: 221 / 2.25
AND-OR/OR-AND: 446 / 6.86
flip-flops: 1024 / 64.5
XOR/XNOR: 10 / 0.184
-- stage by stage --
step | util (%) | worst slack [ps] | std cells | instance area [um^2]
after floorplan | - | 4580 | 2543 | 47700
after global placement | 43.2 | 2560 | 4100 | 51000
after detailed placement | 43.2 | 2550 | 4100 | 51000
after CTS | 46.1 | 2550 | 4292 | 54400
after global routing | 46.1 | 2320 | 4292 | 54400
final | 46.1 | 2560 | 4293 | 54400
-- routing by layer --
| metal | wire, um | global-route usage (%) |
|---|---|---|
| met5 | 717 | 5.08 |
| met4 | 6180 | 8.72 |
| met3 | 32700 | 26.0 |
| met2 | 69400 | 39.6 |
| met1 | 44300 | 29.5 |
-- Yosys cell counts, types with 4 or more instances --
library cell,n
buf_4,16
o21ai_0,11
mux4_2,408
o2111ai_1,6
a2111oi_0,6
nor2_1,43
o2bb2ai_1,16
a32o_1,32
a221oi_1,8
nand3_1,5
buf_6,13
xor2_1,4
o221ai_1,65
buf_1,16
buf_2,70
mux2_2,18
a22o_1,5
xnor2_1,6
a22oi_1,139
o22ai_1,11
o21a_1,7
nand2_1,100
nor2b_1,6
nand2b_1,10
nand3b_1,7
or3b_2,4
edfxtp_1,1024
a311oi_1,4
a21oi_1,105
clkbuf_1,104
mux2i_1,215
o211ai_1,9
a211oi_1,16
-- final timing paths --
| check | depth (start not counted) | end | from |
|---|---|---|---|
| worst max-delay path | 8 | readdata2[19] | readaddr2[1] |
| worst min-delay path | 2 | mem[31][1] | writedata[1] |
-- where the power goes --
part	total, mW	switching [mW]	internal [mW]
combinational	0.839	0.478	0.361
clock	3.17	0.982	2.18
sequential	4.62	0.0199	4.60
total	8.63	1.48	7.15
-- area by class of cell --
cell class	count	area, um^2
multi-input cells	1298	16200
flip-flops and latches	1024	30700
diodes	1	2.50
fillers	9524	63700
clock buffers	126	2750
clock inverters	66	664
well taps	1536	1920
inverters	2	7.51
repair buffers	240	2120
Power figures rest on the tool's default switching activity, not on a simulated workload.
