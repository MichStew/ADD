<file path="./config.mk">
export PLATFORM = sky130hd
export DESIGN_NAME = hexdriver
export DESIGN_NICKNAME = hexdriver
export VERILOG_FILES = /design/flow/design.v
export SDC_FILE = /design/flow/constraint.sdc
export NUM_CORES = 4
export LEC_CHECK = 1
export CORE_AREA = 10 10 70 70
export DIE_AREA = 0 0 80 80
</file>
<file path="./constraint.sdc">
current_design hexdriver

set clk_period 1.3
set clk_io_pct 0.2

create_clock -name clk0 -period $clk_period

set non_clock_inputs [all_inputs -no_clocks]
set_input_delay [expr $clk_period * $clk_io_pct] -clock clk0 $non_clock_inputs
set_output_delay [expr $clk_period * $clk_io_pct] -clock clk0 [all_outputs]
</file>
<file path="./design.v">
module hexdriver (input [3:0] val, output logic [6:0] HEX);
always_comb begin
    case (val)  
      4'd0: HEX = 7'b1000000;
      4'd1: HEX = 7'b1111001;
      4'd2: HEX = 7'b0100100;
      4'd3: HEX = 7'b0110000;
      4'd4: HEX = 7'b0011001;
      4'd5: HEX = 7'b0010010;
      4'd6: HEX = 7'b0000010;
      4'd7: HEX = 7'b1111000;
      4'd8: HEX = 7'b0000000;
      4'd9: HEX = 7'b0011000;
      4'd10: HEX = 7'b0001000;    
      4'd11: HEX = 7'b0000011;
      4'd12: HEX = 7'b1000110;
      4'd13: HEX = 7'b0100001;
      4'd14: HEX = 7'b0000110;
      4'd15: HEX = 7'b0001110;
      default: HEX = 7'b1111111;
    endcase
  end
endmodule
</file>
<file path="./run.sh">
#!/bin/bash
# OpenROAD 26Q1-2900-gdf79404cd8, Yosys 0.63+post, stock flow scripts
make -C /OpenROAD-flow-scripts/flow DESIGN_CONFIG=/design/flow/config.mk WORK_HOME=/design/flow/orfs finish
</file>
==> Changelog: implementation <==
### Changed

- Clock share of power: 0%
- CP endpoint kind: output pin
- Area Growth Syn to Fin: 138%
- Finished Cell Area: 607 um2
- Row count: 21
- Largest net degree at the start of global routing: 7
- Final setup fails: 5
- Slew @ Worst Pin: 0.135 ns
- FILL cells: 380
- Netlist cell types: 19
- Grt total ovfl: 0
- Post-layout minimum cycle time: 1.45 ns
- Port buffer count: 11
- Non-Filler Instances: 102
- Fin util: 17.8%
- Chip area: 0.00640 mm2
- Gate Area: 330 um2
- Crit-path slowest cell: mux2_2
- Net Sw Power: 0.0752 mW
- Stage-log warning count: 39
- Final Cycle Share: 111%
- Max capacitance violation total: 0
- Placed cells: 97
- Setup TNS: -0.410 ns
- Power Density: 292 mW/mm2
- DIE HEIGHT: 80 um
- GP Congestion: 0.703
- Critical path class: input pin to output pin
- # IOs: 11
- Antenna cells: 0
- First-pass GRT wire length: 1680 um
- Reg area: 0 um2
- Syn_area_per_cell: 7.51 um2
- Seq/Total Area, Yosys: 0%
- WL final: 1030 um
- Total GRT Usage: 3.09%
- Combinational group share of total power: 100.0%
- Vias in the first global route: 351
- Hold Path Class: input pin to output pin
- Normalized max-slew margin: 90.7%
- Worst hold start: val[1]
- Vias/cell: 3.13
- Die W: 80 um
- Worst hold path stage count: 4
- Detailed Place HPWL: 697 um
- Crit-path max cell delay: 0.25 ns
- Final Max Tran Viols: 0
- P_int: 0.102 mW
- Antenna violations before repair: 0
- Tally of yosys warning messages: 1
- Clkbuf count: 0
- Final Power: 0.177 mW
- Pleak: 0.267 nW
- CP Launch Type: input pin
- YS chip area: 255 um2
- Yosys Instances: 34
- CP required: 1.04 ns
- DR WL/cell: 10.1 um
- Maximum VDD drop: 0.0411 mV
- Hold Violations, Final: 0
- PnR worst setup slack: -0.145 ns
- Antenna Nets Post-Route: 0
- DP Area: 468 um2
- Cell count after synthesis: 34
- FP Util: 7.47%
- Unrepaired setup endpoints after global routing: yes
- Detailed Routing Iterations Pass 1: 4
- Critical Path AT: 1.19 ns
- Initial DRC count: 27
- Cell Area, Synth: 255 um2
- Status: finished, violations left
- # DRC: 0
- Hold buffer count at CTS: 0
- Sw Share: 42.4%
- Sequential Power Share: 0%
- Critical path peak fanout: 3
- Crit path cell chain: buf_8, buf_6, ha_4, mux2_2, a22o_1, buf_2
- Core region area: 0.00342 mm2
- Flops: 0
- Fmax: 0.692 GHz
- Routed via count: 319
- Violated checks: setup timing
- WHS Endpoint: HEX[1]
- Layout cells sized above 1: 67.9%
-- stage by stage --
step,hold slack (ns),setup WS (ns)
after floorplan,0.620,0.0465
after global placement,1.57,-0.998
after detailed placement,1.58,-1.01
after CTS,0.984,-0.152
after global routing,1.00,-0.174
final,0.967,-0.145
-- cells in the mapped netlist --
cell type	n	area (um2)
a21oi_1	1	5.00
a22o_1	2	17.5
a32o_1	1	10.0
buf_6	1	11.3
clkbuf_1	1	3.75
ha_1	6	75.1
inv_1	3	11.3
mux2_2	1	11.3
mux2i_1	3	30.0
nand2_1	1	3.75
nand2b_1	2	12.5
nand3_1	1	5.00
nor2_1	3	11.3
nor2_2	1	6.26
nor2b_1	1	6.26
o21ai_0	3	15.0
o21ai_1	1	5.00
o22ai_1	1	6.26
or3b_1	1	8.76
-- repair_timing --
action                                  CTS  global route
gates cloned                              1             0
buffers inserted                          3             1
endpoints found under the setup margin    7             6
pin swaps                                 7             2
resized                                  64             7
-- how the worst max path moves through the flow --
stage         depth (start not counted)  endpoint  slack, ns  startpoint
global route                          7    HEX[0]      -0.17      val[0]
finish                                6    HEX[6]      -0.15      val[1]
CTS                                   6    HEX[6]      -0.15      val[0]
-- cell type report --
cell class | count | share of cell area, %
multi-input combinational | 29 | 54.4
timing repair buffer | 24 | 32.6
tap | 46 | 9.48
inverter | 3 | 3.51
-- cell families after synthesis --
| kind of cell | share of synthesized area [%] |
|---|---|
| AND-OR/OR-AND | 23.0 |
| AND/OR/NAND/NOR | 21.1 |
| multiplexers | 16.2 |
| buffers and inverters | 10.3 |
| adder cells (fa/ha/maj) | 29.4 |
-- per-layer routing --
metal	vias up	GRT usage, %	share of wire, %
met5	-	0	0
met4	0	0	0
met3	0	0.114	1.6
met2	3	6.26	57
met1	150	3.63	42
li1	166	-	-
-- power groups by stage --
stage / Combinational [mW] / Clock, mW / Sequential (mW)
final: 0.177 / 0 / 0
after CTS: 0.165 / 0 / 0
after global routing: 0.195 / 0 / 0
-- cells in the final DEF, fill, tap and decap left out, drive strengths merged --
cell / Yosys / final
or3b: 1 / 1
ha: 6 / 6
o21ai: 4 / 4
a32o: 1 / 1
nand2: 1 / 1
nand2b: 2 / 2
inv: 3 / 3
nor2b: 1 / 1
mux2: 1 / 1
buf: 1 / 22
nand3: 1 / 1
a22o: 2 / 2
clkbuf: 1 / 1
a21oi: 1 / 1
dlygate4sd2: 0 / 1
o22ai: 1 / 1
mux2i: 3 / 3
nor2: 4 / 4
-- worst max-delay path, delay by kind of cell --
family                     cells  cell delay [ns]
buffers and inverters          3             0.34
muxes                          1             0.25
adders and majority gates      1             0.16
AOI/OAI and AO/OA              1             0.17
Power is estimated from default activity; no workload was simulated.
